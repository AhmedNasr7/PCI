## /design/flow/config.mk

```make
export PLATFORM = sky130hd
export DESIGN_NAME = device
export DESIGN_NICKNAME = device
export VERILOG_FILES = /design/flow/design.v
export SDC_FILE = /design/flow/constraint.sdc
export NUM_CORES = 4
export LEC_CHECK = 1
export CORE_UTILIZATION = 30
```

## /design/flow/constraint.sdc

```tcl
current_design device

set clk_period 5.4
set clk_io_pct 0.2

create_clock -name clk0 -period $clk_period [get_ports {clk}]

set non_clock_inputs [all_inputs -no_clocks]
set_input_delay [expr $clk_period * $clk_io_pct] -clock clk0 $non_clock_inputs
set_output_delay [expr $clk_period * $clk_io_pct] -clock clk0 [all_outputs]
```

## /design/flow/design.v

```verilog
module device(request, iframe, AD, CBE, iready, tready, devsel, grant, force_req, rw, contactAddress, device_address, data, BE,  clk);
input clk, grant, force_req, rw;
input [31: 0] contactAddress;
input [31: 0] data;
input [31: 0] device_address;
input [3: 0] BE;                                                 
output reg request;
inout [31: 0] AD;
inout iframe, iready, tready, devsel;                        
inout [3: 0] CBE;
reg iframe_io, AD_io, CBE_io, iready_io, tready_io, devsel_io;
reg iframe_reg, iready_reg, tready_reg, devsel_reg;
reg [31: 0] AD_reg;
reg [3: 0] CBE_reg;
reg [31: 0] dev_address;  
reg [31: 0] memory [0: 9];  
reg [3: 0] memory_counter;  
reg [31: 0] data_buffer;
assign iframe = iframe_io? iframe_reg: 1'bz; 
assign iready = iready_io? iready_reg: 1'bz; 
assign tready = tready_io? tready_reg: 1'bz; 
assign devsel = devsel_io? devsel_reg: 1'bz;
assign AD = AD_io? AD_reg: 32'hzzzz_zzzz; 
assign CBE = CBE_io? CBE_reg: 4'bzzzz; 
initial begin
iframe_io=1; AD_io=1; CBE_io=1; iready_io=1; tready_io=1; devsel_io=1;
iframe_reg=1; iready_reg=1; tready_reg=1; devsel_reg=1;
AD_reg=0;
CBE_reg=0;
dev_address=0;
memory [0]=0;
memory [1]=0;
memory [2]=0;
memory [3]=0;
memory [4]=0;
memory [5]=0;
memory [6]=0;
memory [7]=0;
memory [8]=0;
memory [9]=0; 
memory_counter=0;
data_buffer=0;
end
initial 
begin 
dev_address <= device_address;
memory_counter <= 0;
end
always @ (posedge clk)
begin
    if (force_req)
    begin  
        request <= 0;  
        if (!grant)  
        begin
            if (rw)  
            begin
                if ((tready && devsel) && iready == 1'b1)  
                begin
                    #1 
                    iframe_io <= 1'b1; AD_io <= 1'b1; CBE_io <= 1'b1; iready_io <= 1'b1;  
                    tready_io <= 1'b0; devsel_io <= 1'b0;  
                    iframe_reg <= 1'b0;  
                    AD_reg <= contactAddress;  
                    CBE_reg <= 4'b1000;  
                    #1               
                    iready_reg <= 0;  
                    AD_reg <= data;                                 
                    CBE_reg <= BE;
                end
                else if(!tready && !devsel)  
                begin
                    #1
                    AD_reg <= data;
                    CBE_reg <= BE;  
                end
            end  
            else if (!rw)  
            begin
                if ((tready && devsel) && iready == 1'b1)  
                begin
                    #1
                    iframe_io <= 1'b1; AD_io <= 1'b1; CBE_io <= 1'b1; iready_io <= 1'b1;  
                    tready_io <= 1'b0; devsel_io <= 1'b0;  
                    iframe_reg <= 1'b0;  
                    AD_reg <= contactAddress;  
                    CBE_reg <= 4'b0000;  
                    #1
                    iready_reg <= 0;  
                end  
                else if ((!tready && !devsel) && iready == 1'b0)  
                begin 
                    AD_io <= 1'b0;  
                    data_buffer <= AD;  
                    memory[memory_counter] <= data_buffer;
                    memory_counter <= memory_counter + 1;  
                    if (memory_counter == 9)
                        memory_counter <= 0;
                end  
            end  
        end    
    end
    else if (!force_req)
    begin  
        request <= 1'b1;  
        iframe_io <= 1'b0; AD_io <= 1'b0; CBE_io <= 1'b0; iready_io <= 1'b0;  
        tready_io <= 1'b1; devsel_io <= 1'b1;  
        if (!iframe)  
        begin
            if (AD == dev_address)
            begin
                tready_io <= 1'b1; devsel_io <= 1'b1;  
                if (CBE == 4'b1000)  
                begin
                    #1
                    tready_reg <= 1'b0;
                    devsel_reg <= 1'b0;
                    data_buffer <= AD;  
                    memory[memory_counter] <= data_buffer;
                    memory_counter <= memory_counter + 1;  
                    if (memory_counter == 9) memory_counter <= 0;  
                end  
                else if (CBE == 4'b0000)  
                begin  
                    #1                                                           
                    if (tready && devsel)
                    begin
                    tready_reg <= 1'b0;
                    devsel_reg <= 1'b0;
                    AD_io <= 1'b1;  
                    end  
                    AD_reg <= data;
                end  
            end  
        end  
    end  
end  
endmodule
module ARBITER(grants,requests,frame,iReady,clk);
input [4:0] requests;
output [4:0] grants;
input frame,iReady,clk;
reg [4:0] intRequests;			 
reg [4:0] intGrants;
assign grants=~intGrants;
initial begin
    intGrants=0;
end
always @ (posedge clk)begin
	intRequests<=~requests;
    if (intRequests[4]==1)begin
        #1
        $display("\nreqs are::%b\n",requests); 
        intGrants=16;
    end
    else if (intRequests[3]==1)begin
        if (frame==1 || (frame==0&& intGrants[4]!=1))begin
            #1
            $display("\nreqs are::%b\n",requests);
            intGrants=8;
        end
    end
    else if (intRequests[2]==1)begin
        if (frame==1 || (frame==0&& intGrants[4]!=1 && intGrants[3]!=1 ))begin
            #1
            $display("\nreqs are::%b\n",requests);
            intGrants=4;
        end
    end
    else if (intRequests[1]==1)begin
        if (frame==1 || (frame==0&& intGrants < 4 ))begin
            #1
            $display("\nreqs are::%b\n",requests);
            intGrants=2;
        end
    end
    else if (intRequests==1)begin
            if (frame==1)begin
                #1
                $display("\nreqs are::%b\n",requests);
                intGrants=1;
            end
    end
    else if (intRequests==0)begin
    end
end
always @(requests or grants)begin
    $display($time,"\nreqs are::%b     &&     intGrants are::%b     && intRequests are::%b",requests,intGrants,intRequests);
end
endmodule
module pci_tb();
reg clk;
reg rw;
reg  [4:0] force_req;
wire [4:0] request , grant;
wire [3:0] CBE;
reg [31: 0] contactAddress;
reg [31: 0] data;
reg [3: 0] BE2,BE3,BE1;
wire [31: 0] AD;
wire  iframe, iready, tready, devsel;
ARBITER arbiter (grant[4:0],{3'b111,request[1:0]},iframe,iready,clk);
device  mydevice1       (request[0], iframe, AD, CBE, iready, tready, devsel, grant[0], force_req[0] , !rw, contactAddress, 20 , data, BE1,  clk);
device  thirdDivision   (request[1], iframe, AD, CBE, iready, tready, devsel, grant[1], force_req[1] , rw, contactAddress, 10 , data, BE3,  clk);
initial 
begin
rw=1;force_req=0;contactAddress=20;BE1=4'b1000;BE2=4'b0000;
$monitor ($time,"\nAD = %b      iframe = %b     \n                   CBE = %b    iready = %b     tready = %b     devsel = %b    rw = %b \n                           grant = %b      request=%b  ", AD, iframe,CBE,iready,tready, devsel , rw ,grant , request  );
#2
data=32'b01110110011001110111011001100111;
rw=0;force_req=2;contactAddress=20;BE1=4'b1000;BE2=4'b0000;
#2
data=32'b01110110011001110111011001100000;
rw=1;force_req=3;contactAddress=20;BE1=4'b1000;BE2=4'b0000;
#2
data=32'b01110110011001110111011001111111;
rw=1;force_req=2;contactAddress=20;BE1=4'b1000;BE2=4'b0001;
#2
data=32'b01110110011001110111011001111111;
rw=1;force_req=3;contactAddress=20;BE1=4'b1000;BE2=4'b0001;
#2
data=32'b01110110011001110111011001111111;
rw=1;force_req=3;contactAddress=20;BE1=4'b1000;BE2=4'b0001;
#2
data=32'b01110110011001110111011001111111;
rw=1;force_req=2;contactAddress=20;BE1=4'b1000;BE2=4'b0001;
#10 
data = 32'b00001111000011110000111100001111;
rw=1;force_req=1;contactAddress=20;BE1=4'b1000;BE2=4'b0000;
#10 
data = 32'b00000000111111110000000011111111;
rw=1;force_req=2;contactAddress=20;BE1=4'b1000;BE2=4'b0000;
#2 
data= 32'b11111111111111110000000000000000;
rw<=1;force_req=3;contactAddress=20;BE1=4'b1000;BE2=4'b0000;
#2 
data= 32'b11111111111111110000000000000000;
rw<=1;force_req=0;contactAddress=20;BE1=4'b1000;BE2=4'b0000;
end 
initial 
begin  
clk<=0;
end
always begin 
#1
clk<=~clk;
end
endmodule
```

## /design/flow/run.sh

```bash
#!/bin/bash
# OpenROAD 26Q1-2900-gdf79404cd8, Yosys 0.63+post, stock flow scripts
make -C /OpenROAD-flow-scripts/flow DESIGN_CONFIG=/design/flow/config.mk WORK_HOME=/design/flow/orfs finish
```

==> Flow_metrics.wiki <==
== Metrics ==
{| class="wikitable"
! Metric !! Value
|-
| Outcome || aborted with a tool error
|-
| Last stage reached || synthesis
|-
| Tool error || ERROR: Found 32 problems in 'check -assert'.
|-
| Most repeated cell in the gate-level netlist after synthesis || edfxtp_1
|-
| Synth Seq Share || a little over half
|-
| Total cell area reported by yosys after synthesis || ~2100 µm²
|-
| Cell types occupying the most area after synthesis || edfxtp_1 (53%), mux2_4 (21%), buf_4 (12%)
|-
| Synth top area share || 53.1%
|-
| Most used standard cells in the synthesized netlist || edfxtp_1 (38), buf_4 (34), mux2_4 (30)
|-
| Ys async rst share || 0%
|-
| Commonest flop || edfxtp_1
|-
| Flops after synth || 39
|-
| Cell type contributing the most total cell area after synthesis || edfxtp_1
|-
| Distinct cell type count of the synthesized netlist || 22
|-
| Warnings from Yosys || 7
|-
| Cell total in the yosys stat output || 139
|-
| Post-synth EDFFs || 38
|}
[kinds of logic after synthesis]
family,Yosys count,synth area share (%)
buffers and inverters,40,15.5
multiplexers,33,22.5
other,1,0.174
AND-OR/OR-AND,3,1.34
flip-flops,39,54.0
AND/OR/NAND/NOR,23,6.40
